File: design.v
module SRAM # (
    parameter ADDR_WIDTH    = 7,
    parameter DATAIN_WIDTH  = 2 ** ADDR_WIDTH,
    parameter DATAOUT_WIDTH = 2 ** ADDR_WIDTH,
    parameter DATA_DEPTH    = 512
    )(
    input [ADDR_WIDTH - 1 : 0]A, 
    output reg [DATAOUT_WIDTH - 1 : 0]DO, 
    input [DATAIN_WIDTH - 1 : 0]DI,
    input [3 : 0]DVS, 
    input DVSE, 
    input WEB, 
    input CK,     
    input CSB
);
reg [DATAIN_WIDTH - 1 : 0]Sram_Block[0 : DATA_DEPTH - 1];
always @(posedge CK) begin
    if ((~CSB) & (WEB)) begin
        DO <= Sram_Block[A];
    end
end
always @(posedge CK) begin
    if ((~CSB) & (~WEB)) begin
        Sram_Block[A] <= DI;
    end
end
endmodule
File: run.sh
#!/bin/bash
# OpenROAD 26Q1-2900-gdf79404cd8, Yosys 0.63+post, stock flow scripts
make -C /OpenROAD-flow-scripts/flow DESIGN_CONFIG=/design/flow/config.mk WORK_HOME=/design/flow/orfs finish
File: config.mk
export PLATFORM = sky130hd
export DESIGN_NAME = SRAM
export DESIGN_NICKNAME = SRAM
export VERILOG_FILES = /design/flow/design.v
export SDC_FILE = /design/flow/constraint.sdc
export NUM_CORES = 4
export LEC_CHECK = 1
export CORE_UTILIZATION = 50
export SYNTH_MEMORY_MAX_BITS = 65536
File: constraint.sdc
current_design SRAM

set clk_period 187.1
set clk_io_pct 0.2

create_clock -name clk0 -period $clk_period [get_ports {CK}]

set non_clock_inputs [all_inputs -no_clocks]
set_input_delay [expr $clk_period * $clk_io_pct] -clock clk0 $non_clock_inputs
set_output_delay [expr $clk_period * $clk_io_pct] -clock clk0 [all_outputs]
==> results.txt <==
Item: results of the latest flow run.

- The power density relative to cell area is approximately 11 nW/um^2.
- Across all checked pins, the minimum headroom to the slew limit is 0.159.
- Recorded from the global router log, the overflow total was 0.
- The data required time reported for the critical path is 188,290 ps.
- The worst clock skew is 104 ps.
- The area of the die is 1,260,000 sq um.
- The synthesis-to-layout area growth is 13.2%.
- STA classifies the critical path startpoint as an input port.
- The arrival time of data at the critical path endpoint is 45,590 ps.
- In the synthesized netlist the async set-or-reset flop fraction comes to 0.
- Per the synth stats, the flop cell with the highest instance count is sky130_fd_sc_hd__edfxtp_1.
- TritonCTS built the clock tree.
- The buffer type at the clock tree root is sky130_fd_sc_hd__clkbuf_16.
- After synthesis, the design contains 27,983 cells according to Yosys.
- In this run, synthesis inferred 16,512 flip-flops with an integrated enable.
- The number of buffers added on ports is 265.
- The largest fanout on the critical path is 64.
- The DRC violation count after routing is 0.
- The die height is 1.12 mm.
- Per Yosys stat, the portion of area used by sequential elements is 0.790.
- The core region is ~1,300,000 sq um.
- The cell type that accounts for the most area after synthesis is sky130_fd_sc_hd__edfxtp_1.
- Looking at the clock tree report, the maximum root-to-sink buffer count equals 6.
- The number of buffers added by the clock tree synthesis step is 1,723.
- The worst register-to-register path depth is 5.
- The cell sequence reported for the critical path is buf_16 > buf_4 > buf_4 > buf_4 > buf_4 > buf_4 > buf_4 > buf_4 > buf_4 > buf_4 > mux4_2 > nor2b_1 > a211oi_1 > nor4_1 > buf_4 > o22a_1.
- Per the detail_route report, routed wire per instance is about 40 um.
- The most numerous cell type found on the critical path is sky130_fd_sc_hd__buf_4.
- At the floorplan stage, the core utilization is reported as 0.501.
- The pin closest to its max-slew limit shows a slew of between 1000 and 1500 ps.
- The nature of the critical path endpoint is a flop.
- The clock drives 16,512 sinks.
- The post-detailed-placement half-perimeter wirelength is 1160 mm.
- The initial antenna violation count was 153.
- The total via count in the routed design is 309,688.
- The cell type of the slowest stage on the worst timing path is sky130_fd_sc_hd__nor4_1.
- The layout report lists the multi-input gate area as between 100,000 and 150,000 sq um.
- The count of different cell masters after synthesis is 50.
- Summing over the stages, the warning tally comes to 33.
- The share of the synthesized area in the top cell type is 0.790.
- CTS built an H-tree with a depth of 7.
- In the final layout, the fill cell count is 88,877.
- The worst VDD IR drop from the latest analysis is 0.00871 mV.
- The main kind of combinational logic by area is multiplexers.
- The number of instances on the worst hold path is 5.
- Based on the critical path, the design can be clocked at up to 22.5 MHz.
- Counting I/O delays and the setup requirement, the final critical path takes 44,410 ps.
- In this run, the synthesized area fraction spent on xor and xnor cells is recorded as 0.
- The total count of max-transition violations in the final report is 0.
- Buffers added to address setup during post-CTS repair amount to 0.
- In the synthesis report, Yosys lists the chip area as 628,000 sq um.
- The number of gates resized after CTS was 0.
- The quantity of hold-fixing buffers added after cts is 0.
- The hold violation total from the final report is 0.
- The first-pass iteration count of the detailed router is 5.
- Per the post-route antenna check, the number of violating nets is 0.
- The synthesis report lists the Yosys warning total as 1.
- The total global routing track utilization is 0.357.
- The run finished with clean final reports.
- The total standard cell area after synthesis is between 600,000 and 700,000 sq um.
- The share of the clock period used by the worst path is 0.237.
- The class of the most critical setup path is in -> reg.
- Per the final layout report, the fraction of cells sized above drive strength 1 comes to 0.241.
- Counting tap cells, the placed design contains a total of 44,996 instances.
- The synthesis stat section lists a flop and latch total of between 15,000 and 20,000.
- The weighted congestion reported at the end of routability-driven placement is 0.876.
- In this run, the synthesized area fraction spent on and/or/nand/nor cells is recorded as 0.0103.
- The wire length of the first global-routing pass is 2690 mm.
- The final setup violation count is 0.
- In the routed layout, each cell is associated on average with a via count of 6.42.
- Of the total synthesized cell area, the portion taken by full adders, half adders and majority gates is 0.
- The non-filler instance count after layout is 48,263.
- The leakage component of the power is 0.227 uW.
- Among all stages on the critical path, the maximum delay recorded is 910 ps.
- Ranked by instance count, the synthesized netlist is headed by sky130_fd_sc_hd__edfxtp_1, sky130_fd_sc_hd__mux4_2, sky130_fd_sc_hd__mux2i_1, sky130_fd_sc_hd__a22oi_1, sky130_fd_sc_hd__clkbuf_1.
- The number of primary I/O pins is 271.
- The path category of the worst min-delay check is reg -> reg.
- The register cell area after layout is 496,000 sq um.
- Of the total synthesized cell area, the portion taken by AND-OR and OR-AND cells is 0.0321.
- The most common cell in the synthesized netlist is sky130_fd_sc_hd__edfxtp_1.
- The fraction of synthesized area in multiplexers is 0.154.
- The largest net degree at the start of global routing is 97.
- The aggregate negative setup slack is 0 ps.
- The placement row count is 411.
- The via count of the first global-routing pass is around 340k.
- From left edge to right edge, the die measures around 1.1 mm.
- The number of instances in the synthesized netlist is 27,983.
- After detailed routing, the total wire length is a little under 2000 mm.
- The clock reaches the later pin of the worst-skew pair after roughly 1300 ps.
- The synthesized area divided by synthesized cell count is between 20 and 25 sq um.
- After synthesis, the cell types taking the most area are sky130_fd_sc_hd__edfxtp_1, sky130_fd_sc_hd__mux4_2, sky130_fd_sc_hd__mux2i_1.
- The tally of max-capacitance violations is 0.
- The first routing iteration left 22,469 violations.
- Setup repair after global routing left no endpoint under its margin.
- The clock edge transition at the registers on the reported setup and hold paths is 60 ps.
## cell families (layout without fill, tap and decap cells)
group,count (synthesis),in the layout
AND/OR/NAND/NOR,1284,1284
multiplexers,5736,5736
other,0,218
buffers and inverters,1646,4982
flip-flops,16512,16512
AND-OR/OR-AND,2805,2805
## state kept, by name (all words and copies together), names as in the netlist
name / count
DO: 128
Sram_Block: 16384
## final cells by class
type | instances | share of cell area
diodes | 218 | 0.000768
clock buffers | 2118 | 0.0635
clock inverters | 931 | 0.0111
inverters | 1 | 0.0000158
multi-input cells | 9825 | 0.175
flip-flops and latches | 16512 | 0.698
well taps | 16726 | 0.0295
repair buffers | 1932 | 0.0219
## per-stage QoR
step	worst slack [ps]	instance area (sq um)	total power, uW	utilization	hold slack (ps)
floorplan	138550	628000	4350	-	732
global placement	141230	657000	4510	0.525	930
detailed placement	141320	657000	4510	0.525	927
CTS	142750	710000	7730	0.567	943
global route	142330	710000	7890	0.567	1020
finish	142690	710000	7700	0.568	939
## power by group
part           switching [uW]  internal, uW  leakage, uW  total (uW)
sequential               3.49          4080        0.148        4080
clock                    1380          1880       0.0259        3260
combinational             234           119       0.0523         354
total                    1620          6080        0.227        7700
## path summary, 6_finish.rpt
path	to	start	slack, ps
max	DO[8]	A[3]	142690
min	DO[14]	Sram_Block[12][14]	940
max reg2reg	DO[84]	Sram_Block[65][84]	184000
min reg2reg	DO[14]	Sram_Block[12][14]	940
## worst max-delay path, delay by kind of cell
kind | cells | cell delay [ps]
compound gates | 2 | 300
buf+inv | 11 | 6190
simple gates | 2 | 1030
mux | 1 | 270
## layer usage
| layer | vias to the layer above | GRT usage | share of wire |
|---|---|---|---|
| met5 | - | 0.0484 | 0.0039 |
| met4 | 264 | 0.150 | 0.056 |
| met3 | 4488 | 0.340 | 0.22 |
| met2 | 25903 | 0.480 | 0.45 |
| met1 | 155345 | 0.384 | 0.26 |
| li1 | 123688 | - | - |
## layout by cell type, fill, tap and decap left out, types with 241 or more instances in the layout
cell type	n
sky130_fd_sc_hd__clkinv_2	306
sky130_fd_sc_hd__a21oi_1	469
sky130_fd_sc_hd__mux2i_1	2442
sky130_fd_sc_hd__a22o_1	241
sky130_fd_sc_hd__buf_4	1733
sky130_fd_sc_hd__edfxtp_1	16512
sky130_fd_sc_hd__a22oi_1	1507
sky130_fd_sc_hd__clkbuf_16	1746
sky130_fd_sc_hd__clkinv_1	411
sky130_fd_sc_hd__nand3_1	431
sky130_fd_sc_hd__mux4_2	3128
sky130_fd_sc_hd__clkbuf_1	372
No activity file was given, so power comes from the tool's default toggle rates.
